**/design/flow/run.sh**
```bash
#!/bin/bash
# OpenROAD 26Q1-2900-gdf79404cd8, Yosys 0.63+post, stock flow scripts
make -C /OpenROAD-flow-scripts/flow DESIGN_CONFIG=/design/flow/config.mk WORK_HOME=/design/flow/orfs finish
```
**/design/flow/config.mk**
```make
export PLATFORM = sky130hd
export DESIGN_NAME = Data_Memory
export DESIGN_NICKNAME = Data_Memory
export VERILOG_FILES = /design/flow/design.v
export SDC_FILE = /design/flow/constraint.sdc
export NUM_CORES = 4
export LEC_CHECK = 1
export CORE_UTILIZATION = 30
```
**/design/flow/constraint.sdc**
```tcl
current_design Data_Memory

set clk_period 2.3
set clk_io_pct 0.2

create_clock -name clk0 -period $clk_period [get_ports {clk_i}]

set non_clock_inputs [all_inputs -no_clocks]
set_input_delay [expr $clk_period * $clk_io_pct] -clock clk0 $non_clock_inputs
set_output_delay [expr $clk_period * $clk_io_pct] -clock clk0 [all_outputs]
```
**/design/flow/design.v**
```verilog
module Data_Memory
(
    clk_i,
    addr_i,
    wdata_i,
    MemWrite_i,
    MemRead_i,
    rdata_o
);
input           clk_i;
input   [31:0]  addr_i;
input   [31:0]  wdata_i;
input           MemWrite_i, MemRead_i;
output  [31:0]  rdata_o;
reg     [7:0]   memory  [0:31];
assign  rdata_o = (MemRead_i)? memory[addr_i] : 0;
always @(posedge clk_i) begin
    if (MemWrite_i)
        memory[addr_i] <= wdata_i[7:0];
end
endmodule
```
==> flow_metrics.rpt <==
=== SYNTHESIS / PLACE & ROUTE SUMMARY ===
----------------------------------------------------
[Run status]
  Status ........................ finished with violations
  Violations in the final reports ........................ setup timing

[Yosys]
  Share of async-settable or async-resettable flops after synthesis ........................ 0%
  Synthesis warning total ........................ 1
  Area fraction of the dominant cell type after synthesis ........................ roughly three quarters
  Post-synth top flop ........................ edfxtp_1
  Netlist area before placement ........................ 10,300 um2
  Number of synthesized register bits ........................ 256
  Top-count cell post-synth ........................ edfxtp_1
  YS chip area ........................ 10,300 um2
  Cell count after synthesis ........................ 593
  Leading area contributor after synthesis ........................ edfxtp_1
  Number of enable flip-flop cells ........................ ~260
  Distinct cell type count of the synthesized netlist ........................ 24
  Seq share, synth ........................ 74.8%
  Top cells by count, synth ........................ 256 x edfxtp_1, 128 x mux2i_1, 64 x o22ai_1, 29 x nor2_1, 24 x buf_4
  Post-synthesis cell count from yosys ........................ 593
  Synthesized area per cell ........................ 17.3 um2
  Leading post-synthesis cells by cell area ........................ edfxtp_1 75%, mux2i_1 12%, o22ai_1 3.9%, buf_4 1.8%, nor2_1 1.1%

[Final timing]
  Least-Margin Pin Slew ........................ 469 ps
  Part of the cycle the worst path needs ........................ 108%
  Fmax achieved ........................ 0.402 GHz
  Number of hold-slack violations in the final timing report ........................ 0
  Worst hold slack across all endpoints ........................ 754 ps
  Unrepaired setup endpoints after global routing ........................ yes
  Final slew viol count ........................ 0
  Rel. slew slack ........................ between 60% and 70%
  Setup TNS Final ........................ -1220 ps
  Worst Slack Setup Final ........................ -187 ps
  Setup-violating endpoint count in the final report ........................ 8
  Crit path time final ........................ between 2000 and 2500 ps

[Floorplanning]
  Number of standard-cell rows in the floorplan ........................ around 67
  Floorplan die height ........................ 187 um
  Die Width ........................ 187 um
  Area inside the core boundary ........................ approximately 34,000 um2
  Chip Area ........................ 35,000 um2
  Number of I/O pins ........................ 99
  Core Density at Floorplan ........................ 30.6%

[Place]
  Final Wtd Congestion ........................ 0.927
  Setup slack after placement ........................ -1070 ps
  Count of input and output buffers ........................ 23
  Detailed-placement wirelength estimate ........................ 14,900 um

[Drt]
  WL/cell ........................ 20.1 um
  Drt via density ........................ roughly 4.8
  Number of optimization iterations in the first detailed-route pass ........................ 4
  Detailed-route via count ........................ 5,720
  # diodes ........................ 0
  Antenna Violating Nets Remaining ........................ 0
  Final routed DRC violation total ........................ 0
  Iteration-0 DRC Markers ........................ roughly 350
  Wirelength, routed ........................ approximately 24,000 um

[Setup path]
  Arrival time of data at the critical path endpoint ........................ 2030 ps
  Biggest cell delay along the critical path ........................ 310 ps
  CP Class ........................ in -> out
  Critical path endpoint category ........................ output pin
  Family with the most delay on the worst path ........................ buffers and inverters
  Startpoint type of the worst setup path ........................ primary input
  Buffering stage count on the worst path with inverters included ........................ 7
  Maximum fanout along the worst path ........................ 8
  Required time of the critical path ........................ 1840 ps
  Most prevalent standard cell on the critical path ........................ buf_4
  Cell-by-cell listing of the critical path ........................ buf_8, buf_12, buf_4, buf_4, nand4bb_1, buf_6, o22ai_1, buf_4, nor4_4, a21boi_1, buf_2
  Master of the slowest instance on the critical path ........................ nor4_4

[Job]
  Max-Cap Viols ........................ 0
  Number of warnings in the stage logs ........................ slightly below 80

[Clock tree]
  Maximum buffer depth of the clock tree ........................ 3
  Buffer cell driving the clock tree root ........................ clkbuf_16
  Worst-path clk slew ........................ approximately 60 ps
  Number of sinks handled by clock tree synthesis ........................ 256
  CTS tree ........................ yes
  Number of levels the H-tree was split into ........................ 1
  Num CTS Buffers ........................ 25

[Global route]
  Number of antenna violations at the first check in global routing ........................ 0
  Pin count of the biggest net entering global routing ........................ 33
  All-layer global routing usage ........................ 14.6%
  Via count of the first global-routing pass ........................ 5,800
  Most Used Layer, Global Route ........................ met2
  Met1 Track Usage GR ........................ around 20%
  Met3 demand-to-capacity share in global routing ........................ slightly below 8%
  First-pass GRT wire length ........................ 35,800 um
  Total global routing overflow ........................ 0
  Met2 track demand over resource in global routing ........................ 22.2%

[Finish]
  Flip-flop count of the largest register after layout ........................ 256
  Leading registers by flop count ........................ memory x256
  Layout cells sized above 1 ........................ 35.9%
  Area growth from synthesis to layout ........................ 32.7%
  Top reg by flops ........................ memory

[Hold path]
  Classification of the worst-slack hold path ........................ in -> reg

[Power and ir drop]
  Power Density ........................ 730 nW/um2
  Max VDD drop ........................ between 500 and 600 uV
  Leakage power ........................ 4.72 nW

----------------------------------------------------
per-layer routing:
layer / vias to the layer above / part of all wire [%] / wire length [um]
li1: 2623 / - / -
met1: 2842 / 40 / 9560
met5: - / 0 / 0
met4: 0 / 1.4 / 340
met3: 29 / 12 / 2850
met2: 226 / 47 / 11400
report_power, final:
group	switching (W)	leakage (nW)	internal, W	total, W
Clock	0.00159	0.392	0.00242	0.00401
Sequential	0.0000135	2.31	0.00519	0.00520
Combinational	0.000400	2.02	0.000346	0.000746
placed cells by master (no fill, tap or decap), types with 10 or more instances in the layout:
master and count:
nor2_1 29, buf_4 99, clkbuf_16 25, o22ai_1 19, buf_12 11, conb_1 24
nor4_4 10, buf_6 17, o22ai_2 20, mux2i_2 13, o22ai_4 25, edfxtp_1 256
mux2i_1 108, clkdlybuf4s50_1 10
worst paths after layout:
| path | slack [ps] | cells after the start | start | end |
|---|---|---|---|---|
| hold / removal | 750 | 5 | addr_i[4] | memory[30][4]$_DFFE_PP_ |
| setup / recovery | -190 | 11 | addr_i[2] | rdata_o[1] |
through the flow:
step / util (%) / total power [W] / instance area [um2] / instances
global placement: 34.9 / 0.00589 / 11700 / 1140
global route: 40.6 / 0.0103 / 13600 / 1200
detailed placement: 34.9 / 0.00589 / 11700 / 1140
floorplan: - / 0.00558 / 10400 / 616
CTS: 40.2 / 0.0100 / 13500 / 1202
finish: 40.6 / 0.00996 / 13600 / 1200
cells by family (layout without fill, tap and decap cells):
| family | Yosys count | in the layout | share of synthesized area [%] |
|---|---|---|---|
| other cells | 1 | 24 | 0.0365 |
| simple gates | 77 | 77 | 4.57 |
| flops | 256 | 256 | 74.8 |
| mux | 128 | 128 | 12.5 |
| buf+inv | 59 | 195 | 3.59 |
| compound gates | 72 | 72 | 4.48 |
repair_timing:
| item | CTS | global route |
|---|---|---|
| buffers inserted | 25 | 3 |
| pin swaps | 48 | 18 |
| endpoints found under the setup margin | 8 | 8 |
| gates cloned | 2 | 0 |
| resized | 189 | 26 |
| hold buffers | 0 | 0 |
area by class of cell:
class | count | area (um2)
fillers | 2900 | 20000
clock buffers | 30 | 644
flip-flops and latches | 256 | 7690
multi-input cells | 301 | 3130
clock inverters | 12 | 155
repair buffers | 153 | 1460
well taps | 448 | 561
No activity file was given, so power comes from the tool's default toggle rates.
