==> design/flow/design.v <==
module Registers
(
    clk_i,
    RS_addr_i,
    RT_addr_i,
    RD_addr_i, 
    RD_data_i,
    RegWrite_i, 
    RS_data_o, 
    RT_data_o 
);
input           clk_i;
input   [4:0]   RS_addr_i;
input   [4:0]   RT_addr_i;
input   [4:0]   RD_addr_i;
input   [31:0]  RD_data_i;
input           RegWrite_i;
output  [31:0]  RS_data_o; 
output  [31:0]  RT_data_o;
reg     [31:0]  register    [0:31];
assign  RS_data_o = register[RS_addr_i];
assign  RT_data_o = register[RT_addr_i];
always @(posedge clk_i) begin
    if(RegWrite_i)
        register[RD_addr_i] <= RD_data_i;
end
endmodule 
==> design/flow/run.sh <==
#!/bin/bash
# OpenROAD 26Q1-2900-gdf79404cd8, Yosys 0.63+post, stock flow scripts
make -C /OpenROAD-flow-scripts/flow DESIGN_CONFIG=/design/flow/config.mk WORK_HOME=/design/flow/orfs finish
==> design/flow/config.mk <==
export PLATFORM = sky130hd
export DESIGN_NAME = Registers
export DESIGN_NICKNAME = Registers
export VERILOG_FILES = /design/flow/design.v
export SDC_FILE = /design/flow/constraint.sdc
export NUM_CORES = 4
export LEC_CHECK = 1
export CORE_UTILIZATION = 50
==> design/flow/constraint.sdc <==
current_design Registers

set clk_period 8.5
set clk_io_pct 0.2

create_clock -name clk0 -period $clk_period [get_ports {clk_i}]

set non_clock_inputs [all_inputs -no_clocks]
set_input_delay [expr $clk_period * $clk_io_pct] -clock clk0 $non_clock_inputs
set_output_delay [expr $clk_period * $clk_io_pct] -clock clk0 [all_outputs]
==> impl_metrics.py <==
# Physical implementation metrics
metrics = {
    "critical_path": {
        "path_max_fanout": 30,
        "cp.required_ns": 6.80,
        "cp-start-kind": "input port",
        "critPathCaptureType": "output port",
        "cp_slowest_stage_delay_ns": 0.68,
        "cp.arrival_ns": 5.04,
        "cp_cell_sequence": "clkdlybuf4s50_1 -> nor2_4 -> buf_4 -> a22o_1 -> nor3_1 -> a31oi_1 -> nand3_1 -> clkdlybuf4s50_1",
        "cp_common_cell": "clkdlybuf4s50_1",
        "slowest_stage": "nor2_4",
        "path_class": "input port to output port",
    },
    "routing": {
        "drt-met1-wl_um": 54000,
        "first_pass_iters": 6,
        "routed-wl-met2_um": 71000,
        "num_vias": 31400,
        "highest_layer": "met5",
        "drt-total-wl_um": 157000,
        "viasPerCell": 6.48,
        "drt_iter0_drc": 2486,
        "met3WireLength_um": 25600,
        "wl_per_cell_um": 32.3,
        "ant_nets": 0,
        "drc": 0,
        "num_antenna_cells": 0,
    },
    "power_and_ir_drop": {
        "power_density_mw_per_mm2": 208,
        "vdd_drop_max_mv": 0.161,
        "p_leak_nw": 20.3,
    },
    "placement": {
        "numPortBuffers": 112,
        "globalplace.congestion": 0.890,
        "place_area_sq_mm": 0.0515,
        "placed_cells": 4656,
        "detailed_place_hpwl_um": 86400,
    },
    "floorplanning": {
        "die_area_sq_mm": 0.0988,
        "core-area_sq_mm": 0.0967,
        "row_count": 114,
        "io_pins": 113,
        "fp.dieW_um": 314,
        "fp_util": 0.505,
        "dieHeight_um": 314,
    },
    "clock_network": {
        "numCtsBuffers": 107,
        "cts.sinks": 1024,
        "clockBufferDepth": 3,
        "root_buffer": "clkbuf_16",
        "postCtsSetupBuffers": 0,
        "cts_resized": 0,
        "cts_max_level": 3,
        "clk_pin_slew_ns": 0.06,
        "cts_tree": "built",
        "hold_buffers": 0,
    },
    "flow_run": {
        "max_cap_violations": 0,
        "tool_warnings": 26,
    },
    "cells_and_area": {
        "finish.utilization": 0.569,
        "stdcell_count": 4854,
        "design_area_sq_mm": 0.0550,
        "largest_register_ffs": 1024,
        "lay_top_cells": "mux2i_1 (1024), edfxtp_1 (1024), nand3_1 (194), nand2_1 (193)",
        "drive_above_1_share": 0.0975,
        "synthToLayoutAreaGrowth_pct": 12.7,
        "biggestRegsByFlops": "register: 1024 flops",
        "regMostFlops": "register",
    },
    "synthesis": {
        "yosys.cell_types.count": 23,
        "ys_cells": 3386,
        "synth_area_sq_mm": 0.0488,
        "aoi_share": 0.0804,
        "adder_share": 0,
        "synth.cellmix.simpleShare": 0.0471,
        "ys_area_sq_mm": 0.0488,
        "synthTopLogicFamily": "multiplexers",
        "ys_sh_mux": 0.210,
        "ys_sh_xor": 0,
        "avgSynthCellArea_sq_um": 14.4,
        "postSynthSeqShare": 0.630,
        "ys_ff": 1024,
        "syn_inst": 3386,
        "yosysWarnings": 1,
    },
    "grt": {
        "grt_pass1_wl_um": 225000,
        "antenna_found_initial": 3,
        "grt_use_total": 0.349,
        "grt_overflow": 0,
        "grt_pass1_vias": 32700,
        "grt_start_max_net_pins": 88,
    },
    "final_timing": {
        "fin_tns_setup_ns": 0,
        "fin_crit_ns": 6.74,
        "worst_slew_pin_slew_ns": 0.983,
        "slew_violations": 0,
        "fmax_mhz": 148,
        "fin_crit_sh": 0.793,
        "slew_headroom": 0.342,
        "finalSetupViolCount": 0,
        "hold_violations": 0,
        "rsz0062_at_grt": "no",
    },
    "status": {
        "status": "completed",
    },
    "min_path": {
        "hold_class": "input port to register",
    },
}
==> critical path: cells and delay by family <==
family / cells / cell delay, ns
buffers and inverters: 3 / 1.61
and+or+nand+nor: 3 / 1.04
AOI/OAI and AO/OA: 2 / 0.63
==> synthesized netlist by cell type <==
cell type / count / share of area
a31oi_1: 64 / 0.0082
a22oi_1: 192 / 0.030
nor3_1: 64 / 0.0066
mux2i_1: 1024 / 0.21
a21oi_1: 192 / 0.020
nand3_1: 194 / 0.020
buf_2: 70 / 0.0072
buf_6: 45 / 0.010
or2_2: 2 / 0.00026
and2_1: 2 / 0.00026
buf_4: 47 / 0.0072
nor2b_1: 4 / 0.00051
edfxtp_1: 1024 / 0.63
buf_1: 1 / 0.000077
nand2b_1: 4 / 0.00051
or3b_2: 3 / 0.00054
clkbuf_1: 86 / 0.0066
or3_1: 1 / 0.00013
nand3b_1: 5 / 0.00077
clkbuf_4: 4 / 0.00062
nor2_1: 35 / 0.0027
a22o_1: 128 / 0.023
nand2_1: 195 / 0.015
==> worst paths after layout <==
path	cells past startpoint	to	from	slack, ns
max	8	RS_data_o[26]	RS_addr_i[0]	1.76
min	2	register[21][8]	RD_data_i[8]	1.84
==> per-layer routing <==
metal  global-route usage  up-vias
met5               0.0251        -
met4               0.0991        8
met3                0.237      324
met2                0.498     2058
met1                0.453    15400
li1                     -    13600
==> power by group <==
part / leakage, nW / internal (mW) / total [mW] / switching (mW)
Sequential: 9.22 / 5.62 / 5.64 / 0.0246
Clock: 1.73 / 2.76 / 4.72 / 1.96
Combinational: 9.31 / 0.392 / 1.06 / 0.666
Total: 20.3 / 8.77 / 11.4 / 2.65
==> cells by family (layout without fill, tap and decap cells) <==
kind of cell,Yosys count,in the layout
compound gates,576,576
buf+inv,253,445
flops,1024,1024
mux,1024,1024
simple gates,509,509
==> cell type report <==
cell class                 instances  area [sq um]
clock buffer                     126          2790
clock inverter                    72           734
fill                            7290         41700
multi-input combinational       2109         16800
sequential                      1024         30700
tap                             1276          1600
timing repair buffer             247          2360
==> stage by stage <==
step,total power [mW],hold WS (ns),setup slack [ns]
detailed placement,6.79,2.53,1.83
floorplan,6.33,1.80,4.04
finish,11.4,1.84,1.76
global route,11.7,1.86,1.56
global placement,6.78,2.53,1.80
CTS,11.5,1.82,1.83
Power and IR drop assume default switching activity.
