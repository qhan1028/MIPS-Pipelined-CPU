## flow/config.mk

```make
export PLATFORM = sky130hd
export DESIGN_NAME = Control
export DESIGN_NICKNAME = Control
export VERILOG_FILES = /design/flow/design.v
export SDC_FILE = /design/flow/constraint.sdc
export NUM_CORES = 4
export LEC_CHECK = 1
export CORE_AREA = 10 10 70 70
export DIE_AREA = 0 0 80 80
```

## flow/run.sh

```bash
#!/bin/bash
# OpenROAD 26Q1-2900-gdf79404cd8, Yosys 0.63+post, stock flow scripts
make -C /OpenROAD-flow-scripts/flow DESIGN_CONFIG=/design/flow/config.mk WORK_HOME=/design/flow/orfs finish
```

## flow/constraint.sdc

```tcl
current_design Control

set clk_period 2.3
set clk_io_pct 0.2

create_clock -name clk0 -period $clk_period

set non_clock_inputs [all_inputs -no_clocks]
set_input_delay [expr $clk_period * $clk_io_pct] -clock clk0 $non_clock_inputs
set_output_delay [expr $clk_period * $clk_io_pct] -clock clk0 [all_outputs]
```

## flow/design.v

```verilog
module Control
(
    Op_i, 
    Jump_o,
    Branch_o,
    Control_o
);
input   [5:0]   Op_i;
output          Jump_o;      
output          Branch_o;    
output  [7:0]   Control_o;
wire            ALUSrc;      
wire    [1:0]   ALUOp;       
wire            RegDst;      
wire            MemRead;     
wire            MemtoReg;    
wire            MemWrite;    
wire            RegWrite;    
assign  Jump_o      =   (Op_i == 6'b000010)? 1 : 0;
assign  Branch_o    =   (Op_i == 6'b000100)? 1 : 0;
assign  RegWrite    =   (Op_i == 6'b000000)? 1 :
                        (Op_i == 6'b001101)? 1 :
                        (Op_i == 6'b001000)? 1 :
                        (Op_i == 6'b100011)? 1 : 0;
assign  MemtoReg    =   (Op_i == 6'b100011)? 1 : 0;
assign  MemRead     =   (Op_i == 6'b100011)? 1 : 0;
assign  MemWrite    =   (Op_i == 6'b101011)? 1 : 0;
assign  ALUSrc      =   (Op_i == 6'b000000)? 0 :
                        (Op_i == 6'b000100)? 0 : 1;
assign  ALUOp       =   (Op_i == 6'b000000)? 2'b11 :
                        (Op_i == 6'b001101)? 2'b10 :
                        (Op_i == 6'b000100)? 2'b01 : 2'b00;
assign  RegDst      =   (Op_i == 6'b000000)? 1 : 0;
assign  Control_o   =   {RegWrite, MemtoReg, MemRead, MemWrite, ALUSrc, ALUOp, RegDst};
endmodule
```

==> results.yml <==
# physical design summary
run_status:
  outcome: "complete, no violations"
global_route:
  overflow: 0
  grt_max_degree: 6
  gr-usage-met1: 0.0277
  track_usage: 0.0210
  grt_pass1_wl_um: 1120
  grt-busiest-layer: "met2"
  use_met2: 0.0337
  antenna_found_initial: 1
  use_met3: 0.00795
  grt_pass1_vias: 207
timing:
  tns_ns: 0
  slew_viol_final: 0
  fin_crit_sh: 0.958
  rsz0062_at_grt: "false"
  period_needed_ns: 2.20
  fin_ws_ns: 0.0959
  tightest_slew_ns: 0.285
  finalHoldViolCount: 0
  fmax_mhz: 454
  report.final.setup_viol: 0
  hold-worst-slack_ns: 1.36
  slew_headroom: 0.807
critical_path:
  crit_fanout: 3
  setup.worst_path.end_class: "output pin"
  required_ns: 1.84
  critPathLaunchType: "primary input"
  critPathKind: "in2out"
  cp.arrival_ns: 1.74
routing:
  drt_iter0_markers: 3
  drc_errors: 0
  wl_per_cell_um: 8.46
  vias: 204
  via_per_inst: 2.43
  first_pass_iters: 4
  wirelength_um: 711
  postRouteAntennaNets: 0
placement:
  place_ws_ns: -0.286
  gp_congestion: 0.688
  dp_cells: 82
  place.detailed.hpwl_um: 644
  portBuffers: 16
logic_synthesis:
  ys_sh_simple: 0.740
  ys_sh_aoi: 0.167
  largest_area_cell: "or3_4"
  area_leaders: "or3_4 (19%), nor3_4 (14%), nor4b_2 (13%), nand3_1 (8.3%), nor4b_1 (7.3%)"
  synth.area.mux_share: 0
  top_cell_area_share: 0.188
  postSynthCellCount: 15
  synth-area-yosys_um2: 120
  yosysWarnings: 0
  topCombFamilyByArea: "simple AND/OR/NAND/NOR gates"
  ys_seq_frac: 0
  adder_share: 0
  synth_cell_types: 13
  netlist_area_um2: 120
  ys_sh_xor: 0
  avgSynthCellArea_um2: 8.01
  yosys_cells: 15
layout:
  seqCellArea_um2: 0
  area_growth_pct: 235
  fin_cells: 84
  seq_cell_count: 0
  final_layout_size_suffix_gt1_frac: 0.405
  clkbuf_count: 0
die:
  core.rowCount: 21
  die_x_um: 80
  die_y_um: 80
  core_um2: 3420
  design.portCount: 16
  dieArea_um2: 6400
  fp-utilization: 0.0352
power:
  p_seq_frac: 0
  switching_share: 0.439
  vdd_drop_max_mv: 0.0168
  p_clk_frac: 0
  internal-power_uw: 20.4
  p_sw_uw: 16.0
  leakage_uw: 0.000153
  powerDensity_nw_per_um2: 90.5
  pwr-share-comb: 1.000
job:
  maxCapViolCount: 0
  tool_warnings: 32
min_path:
  min_path_type: "in2out"
cts:
  postCtsHoldBufs: 0
-- power by group through the flow --
stage | Combinational (uW) | Sequential, uW | Clock, uW
final | 36.5 | 0 | 0.0000581
after global routing | 39.5 | 0 | 0.0000581
after CTS | 36.7 | 0 | 0
-- through the flow --
stage | power [uW] | util | cell area [um^2]
5_1_grt | 39.5 | 0.118 | 403
6_report | 36.5 | 0.118 | 403
3_3_place_gp | 34.6 | 0.110 | 375
2_1_floorplan | 7.43 | - | 120
4_1_cts | 36.7 | 0.117 | 400
3_5_place_dp | 34.9 | 0.110 | 375
-- kinds of logic (layout without fill, tap and decap cells) --
family / count (synthesis) / after routing
simple gates: 10 / 10
compound gates: 3 / 3
buf+inv: 2 / 24
other cells: 0 / 1
-- timing repair --
item | in CTS | in global routing
setup buffers | 1 | 0
pin swaps | 5 | 1
resized | 23 | 0
endpoints found under the setup margin | 10 | 1
-- worst max-delay path, stage by stage --
cell	delay [ns]
clkdlybuf4s15_1	0.21
or3_4	0.36
nor3_4	0.13
buf_4	0.13
clkdlybuf4s50_1	0.45
-- cells in the mapped netlist, drive strengths merged --
master	count
a21oi	1
and2	1
buf	1
inv	1
nand3	2
nor2	1
nor3	1
nor4	1
nor4b	2
o21a	1
o21bai	1
or3	2
-- final cells by class --
class | count | area (um^2)
antenna | 1 | 2.50
inverter | 1 | 3.75
multi-input combinational | 13 | 138
tap | 46 | 57.6
timing repair buffer | 23 | 201
fill | 404 | 3010
-- final timing paths --
path  startpoint            to  slack [ns]  depth (start not counted)
max      Op_i[5]  Control_o[1]         0.1                          5
min      Op_i[4]        Jump_o        1.36                          3
-- cells in the final DEF, fill, tap and decap left out --
cell / netlist / layout
a21oi_1: 1 / 1
and2_1: 1 / 1
buf_2: 0 / 2
buf_4: 1 / 5
buf_6: 0 / 2
clkdlybuf4s15_1: 0 / 1
clkdlybuf4s50_1: 0 / 6
diode_2: 0 / 1
dlygate4sd2_1: 0 / 7
inv_1: 1 / 1
nand3_1: 2 / 1
nand3_2: 0 / 1
nor2_1: 1 / 1
nor3_4: 1 / 1
nor4_4: 0 / 1
nor4b_1: 1 / 1
nor4b_4: 0 / 1
o21a_1: 1 / 1
o21bai_1: 1 / 1
or3_4: 2 / 2
-- metal layers --
metal	vias to the layer above	routed length, um	share of wire
met5	-	0	0
met4	0	0	0
met3	0	82	0.12
met2	10	303	0.43
met1	91	325	0.46
li1	103	-	-
Power is estimated from default activity; no workload was simulated.
